==> flow/design.v <==
`timescale 1ns / 1ns
module CPU_Counter(pc_addr,ir_addr,load,clk,rst);
output[12:0] pc_addr;
input[12:0] ir_addr;
input clk,load,rst;
reg[12:0] pc_addr;
always @(posedge clk or posedge rst)
begin
	if(rst)
		begin
			pc_addr<=13'b0000000000000;
		end
	else
		if(load)
			begin
				pc_addr<=ir_addr;
			end
		else
			begin
				pc_addr<=pc_addr+1;
			end
end
endmodule
==> flow/run.sh <==
#!/bin/bash
# OpenROAD 26Q1-2900-gdf79404cd8, Yosys 0.63+post, stock flow scripts
make -C /OpenROAD-flow-scripts/flow DESIGN_CONFIG=/design/flow/config.mk WORK_HOME=/design/flow/orfs finish
==> flow/config.mk <==
export PLATFORM = sky130hd
export DESIGN_NAME = CPU_Counter
export DESIGN_NICKNAME = CPU_Counter
export VERILOG_FILES = /design/flow/design.v
export SDC_FILE = /design/flow/constraint.sdc
export NUM_CORES = 4
export LEC_CHECK = 1
export CORE_AREA = 10 10 80 80
export DIE_AREA = 0 0 90 90
==> flow/constraint.sdc <==
current_design CPU_Counter

set clk_period 3.3
set clk_io_pct 0.2

create_clock -name clk0 -period $clk_period [get_ports {clk}]

set non_clock_inputs [all_inputs -no_clocks]
set_input_delay [expr $clk_period * $clk_io_pct] -clock clk0 $non_clock_inputs
set_output_delay [expr $clk_period * $clk_io_pct] -clock clk0 [all_outputs]
==> qor.json <==
{
  "post-cts-setup-buffers": 0,
  "core_area_sq_um": 4723,
  "post_synth_tally_of_flip_flops_with_integrated_enable": 0,
  "cp_slowest_cell": "clkdlybuf4s50_1",
  "grt_max_degree": 15,
  "clock_path_buffers": 2,
  "netlist_top_cells_count": "nand2_1, dfrtp_1, o21ai_0, xor2_1, xnor2_1",
  "cp_slowest_stage_delay_ps": 530,
  "setup_viol_count_final": 0,
  "wire_per_inst_microns": 11.10,
  "rsz_0062_raised_after_global_routing": "false",
  "min_from": "pc_addr[0]$_DFF_PP0_",
  "finalMaxSlewViolations": 0,
  "ir_worst_vdd_mv": 0.1876,
  "post_synth_inst_count": 70,
  "largest_registers": "pc_addr x13",
  "synth.yosys.warnings": 1,
  "run_status": "finished clean",
  "cts_buffers": 3,
  "registers.top_by_ff_count": "pc_addr",
  "worstPathMaxFanout": 7,
  "antenna_left": 0,
  "layout.area.comb_sq_um": 340.3,
  "worst_clock_skew_ps": 2.303,
  "area_delta_synth_final_pct": 59.56,
  "die.size.x_microns": 90,
  "seq_area_frac_synth_pct": 47.79,
  "worst-endpoint-required_ps": 2640,
  "cpLargestDelayFamily": "buffers and inverters",
  "total_standard_cell_area_after_synthesis_sq_um": 680.7,
  "die_height_microns": 90,
  "fmax_mhz": 530.8,
  "critPathBufInv": 1,
  "yosys-stat-area_sq_um": 680.7,
  "synth-async-reset-ratio_pct": 100.0,
  "timing.reg2reg.setup_slack_ps": 1850,
  "ios": 29,
  "floorplan.initialDensity_pct": 14.41,
  "drive_gt1_share_pct": 9.901,
  "finalClockPeriodUsage_pct": 57.09,
  "rr_startpoint": "pc_addr[0]$_DFF_PP0_",
  "crit_path_start_kind": "flip-flop",
  "final.min_clock_period_ps": 1884,
  "worstSetupPathType": "reg -> out",
  "warning_count": 25,
  "worst_ep_arrival_time_ps": 1220,
  "tritoncts": "yes",
  "final-hold-violation-count": 0,
  "cts-htree-levels": 1,
  "holdPathStages": 1,
  "sequential_cell_area_sq_um": 325.3,
  "critical_path.reg2reg.endpoint": "pc_addr[12]$_DFF_PP0_",
  "ys_top_cells_by_area": "dfrtp_1, nand2_1, xor2_1",
  "detail_route.iter0.violations": 11,
  "antenna_found_initial": 0,
  "number_of_antenna_diodes": 0,
  "crit_path_cell_trace": "clkdlybuf4s50_1",
  "drt_pass1_iterations": 2,
  "gr-usage-all-layers_pct": 4.522,
  "gp_congestion": 0.7960,
  "relative_slew_margins_pct": 66.61,
  "synthDistinctLibCells": 22,
  "cts_resized": 0,
  "routed_wl_microns": 1865,
  "critical_path.endpoint_type": "output port",
  "yosys-stat-cells": 70,
  "hpwlAfterDp_microns": 1517,
  "synthMostInstantiatedCell": "nand2_1",
  "yosys_register_bits": 13,
  "post-synth-top-area-fraction_pct": 47.79,
  "worstSkewPairLatency_ps": 240,
  "vias": 588,
  "postCtsHoldBufs": 0,
  "cts.sink_count": 13,
  "report.power.total_uw": 438.5,
  "gr-total-overflow": 0,
  "vias_per_cell": 3.500,
  "synthDominantAreaCellType": "dfrtp_1",
  "yosys_most_used_dff": "dfrtp_1",
  "hold_end": "pc_addr[0]$_DFF_PP0_",
  "power_density_nw_per_um2": 403.8,
  "grt_pass1_vias": 589,
  "rows": 25,
  "worst_hold_path_type": "reg -> reg",
  "clk_transition_reported_paths_ps": 50,
  "post_syn_area_per_cell_sq_um": 9.724,
  "grt_pass1_wl_microns": 2987,
  "filler_cell_count": 524,
  "tightest_hold_margin_ps": 549.2,
  "worstRegToRegCells": 5,
  "total_leakage_power_nw": 0.4033,
  "clock_tree.root_cell": "clkbuf_8",
  "worst-slew-pin-transition_ps": 500.3,
  "drc": 0,
  "totalNegativeSetupSlack_ps": 0,
  "design.die.area_sq_um": 8100,
  "largest_register_ff_count": 13,
  "port-buffer-count": 28,
  "drv.max_cap_violation_count": 0
}
==> power by group <==
part | switching (mW) | internal [mW] | leakage (nW)
Clock | 0.0551 | 0.0852 | 0.0228
Sequential | 0.0255 | 0.178 | 0.157
Combinational | 0.0298 | 0.0652 | 0.224
Total | 0.110 | 0.328 | 0.403
==> stage by stage <==
step | setup slack (ps) | cells | utilization, % | area, sq um
2_1_floorplan | 2033 | 70 | - | 680.7
3_3_place_gp | 1454 | 164 | 22.04 | 1041
3_5_place_dp | 1437 | 164 | 22.04 | 1041
4_1_cts | 1409 | 168 | 22.99 | 1086
5_1_grt | 1375 | 168 | 22.99 | 1086
6_report | 1416 | 168 | 22.99 | 1086
==> cell families after synthesis <==
kind of cell | after synthesis | synth area share (%)
simple gates | 29 | 22.98
buf+inv | 3 | 2.205
xor+xnor | 11 | 14.15
mux | 1 | 1.654
fa+ha+maj | 1 | 1.838
compound gates | 12 | 9.375
flops | 13 | 47.79
==> routing by layer <==
layer	vias up	part of all wire (%)	routed length [microns]	track usage [%]
met4	0	0.32	6	0.2653
met2	22	38	713	6.114
met5	-	0	0	0
met3	2	12	217	2.934
met1	261	50	928	6.154
li1	303	-	-	-
==> area by class of cell <==
cell class	count	area share [%]
Tap cell	67	7.719
Clock buffer	4	4.147
Inverter	1	0.3456
Sequential cell	13	29.95
Multi-Input combinational cell	54	31.34
Timing Repair Buffer	29	26.50
==> layout by cell type (no fill, tap or decap), drive strengths merged <==
cell type / Yosys / final
clkdlybuf4s50: 0 / 28
nand2: 16 / 16
nand4: 3 / 3
xor2: 6 / 6
xnor2: 5 / 5
nor4: 1 / 1
and4: 2 / 2
inv: 1 / 1
nand3: 3 / 3
buf: 1 / 1
mux2: 1 / 1
ha: 1 / 1
o21ai: 12 / 12
clkbuf: 1 / 4
nor2: 1 / 1
nor3: 2 / 2
dfrtp: 13 / 13
and2: 1 / 1
==> how the worst max path moves through the flow <==
| stage | from | to | slack [ps] | depth (start not counted) |
|---|---|---|---|---|
| final | pc_addr[5]$_DFF_PP0_ | pc_addr[5] | 1420 | 1 |
| after global routing | pc_addr[5]$_DFF_PP0_ | pc_addr[5] | 1380 | 1 |
| after CTS | pc_addr[5]$_DFF_PP0_ | pc_addr[5] | 1410 | 1 |
Power and IR drop assume default switching activity.
