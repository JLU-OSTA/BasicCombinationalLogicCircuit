### design/flow/design.v
`timescale 1ns / 1ns
module CPU_State_Machine(inc_pc,load_acc,load_pc,rd,wr,load_ir,datactl_enable,halt,clk,zero,enable,opcode);
output inc_pc,load_pc,rd,wr,load_ir,load_acc;
output datactl_enable,halt;
input clk,zero,enable;
input[2:0] opcode;
reg inc_pc,load_acc,load_pc,rd,wr,load_ir;
reg datactl_enable,halt;
reg[2:0] state;
parameter
	HLT = 3'b000,
	SKZ = 3'b001,
	ADD = 3'b010,
	AND = 3'b011,
	XOR = 3'b100,
	LDA = 3'b101,
	STA = 3'b110,
	JMP = 3'b111;
always @(negedge clk)
	begin
		if(!enable)
			begin
				state<=3'b000;
				{inc_pc,load_acc,load_pc,rd}<=4'b0000;
				{wr,load_ir,datactl_enable,halt}<=4'b0000;
			end
		else
			begin
				control_cycle;
			end
	end
task control_cycle;
	begin
		casex(state)
			3'b000:
				begin
					{inc_pc,load_acc,load_pc,rd}<=4'b0001;
					{wr,load_ir,datactl_enable,halt}<=4'b0100;
					state<=3'b001;
				end
			3'b001:
				begin
					{inc_pc,load_acc,load_pc,rd}<=4'b1001;
					{wr,load_ir,datactl_enable,halt}<=4'b0100;
					state<=3'b010;
				end
			3'b010:
				begin
					{inc_pc,load_acc,load_pc,rd}<=4'b0000;
					{wr,load_ir,datactl_enable,halt}<=4'b0000;
					state<=3'b011;
				end
			3'b011:	 
				begin
					if(opcode==HLT)
						begin
							{inc_pc,load_acc,load_pc,rd}<=4'b1000;
							{wr,load_ir,datactl_enable,halt}<=4'b0000;
						end
					else
						begin
							{inc_pc,load_acc,load_pc,rd}<=4'b1000;
							{wr,load_ir,datactl_enable,halt}<=4'b0000;
						end
					state<=3'b100;
				end
			3'b100:
				begin
					if(opcode==JMP)
						begin
							{inc_pc,load_acc,load_pc,rd}<=4'b0010;
							{wr,load_ir,datactl_enable,halt}<=4'b0000;
						end
					else
						begin
							if(opcode==ADD||opcode==AND||opcode==XOR||opcode==LDA)
								begin
									{inc_pc,load_acc,load_pc,rd}<=4'b0001;
									{wr,load_ir,datactl_enable,halt}<=4'b0000;
								end
							else
								if(opcode==STA)
									begin
										{inc_pc,load_acc,load_pc,rd}<=4'b0000;
										{wr,load_ir,datactl_enable,halt}<=4'b0010;
									end
								else
									begin
										{inc_pc,load_acc,load_pc,rd}<=4'b0000;
										{wr,load_ir,datactl_enable,halt}<=4'b0000;
									end
						end
						state<=3'b101;
				end
			3'b101:
				begin
					if(opcode==ADD||opcode==AND||opcode==XOR||opcode==LDA)
						begin
							{inc_pc,load_acc,load_pc,rd}<=4'b0101;
							{wr,load_ir,datactl_enable,halt}<=4'b0000;
						end
					else
						if(opcode==SKZ&&zero==1)
							begin
								{inc_pc,load_acc,load_pc,rd}<=4'b1000;
								{wr,load_ir,datactl_enable,halt}<=4'b0000;
							end
						else
							if(opcode==JMP)
								begin
									{inc_pc,load_acc,load_pc,rd}<=4'b1010;
									{wr,load_ir,datactl_enable,halt}<=4'b0000;
								end
							else
								if(opcode==STA)
									begin
										{inc_pc,load_acc,load_pc,rd}<=4'b0000;
										{wr,load_ir,datactl_enable,halt}<=4'b1010;
									end
								else
									begin
										{inc_pc,load_acc,load_pc,rd}<=4'b0000;
										{wr,load_ir,datactl_enable,halt}<=4'b0000;
									end
					state<=3'b110;
				end
			3'b110:
				begin
					if(opcode==STA)
						begin
							{inc_pc,load_acc,load_pc,rd}<=4'b0000;
							{wr,load_ir,datactl_enable,halt}<=4'b0010;
						end
					else
						if(opcode==ADD||opcode==AND||opcode==XOR||opcode==LDA)
							begin
								{inc_pc,load_acc,load_pc,rd}<=4'b0001;
								{wr,load_ir,datactl_enable,halt}<=4'b0000;
							end
						else
							begin
								{inc_pc,load_acc,load_pc,rd}<=4'b0000;
								{wr,load_ir,datactl_enable,halt}<=4'b0000;
							end
					state<=3'b111;
				end
			3'b111:
				begin
					if(opcode==SKZ&&zero==1)
						begin
							{inc_pc,load_acc,load_pc,rd}<=4'b1000;
							{wr,load_ir,datactl_enable,halt}<=4'b0000;
						end
					else
						begin
							{inc_pc,load_acc,load_pc,rd}<=4'b0000;
							{wr,load_ir,datactl_enable,halt}<=4'b0000;
						end
					state<=3'b000;
				end
			default:
				begin
					{inc_pc,load_acc,load_pc,rd}<=4'b0000;
					{wr,load_ir,datactl_enable,halt}<=4'b0000;
					state<=3'b000;
				end	
		endcase
	end
endtask
endmodule
### design/flow/run.sh
#!/bin/bash
# OpenROAD 26Q1-2900-gdf79404cd8, Yosys 0.63+post, stock flow scripts
make -C /OpenROAD-flow-scripts/flow DESIGN_CONFIG=/design/flow/config.mk WORK_HOME=/design/flow/orfs finish
### design/flow/config.mk
export PLATFORM = sky130hd
export DESIGN_NAME = CPU_State_Machine
export DESIGN_NICKNAME = CPU_State_Machine
export VERILOG_FILES = /design/flow/design.v
export SDC_FILE = /design/flow/constraint.sdc
export NUM_CORES = 4
export LEC_CHECK = 1
export CORE_AREA = 10 10 70 70
export DIE_AREA = 0 0 80 80
### design/flow/constraint.sdc
current_design CPU_State_Machine

set clk_period 1.3
set clk_io_pct 0.2

create_clock -name clk0 -period $clk_period [get_ports {clk}]

set non_clock_inputs [all_inputs -no_clocks]
set_input_delay [expr $clk_period * $clk_io_pct] -clock clk0 $non_clock_inputs
set_output_delay [expr $clk_period * $clk_io_pct] -clock clk0 [all_outputs]
==> impl_metrics.yaml <==
# synthesis and place-and-route metrics
outcome:
  outcome: "complete, but fails checks"
  violations: "setup timing"
placed_design:
  placed_cell_area_um2: 744
  place_ws_ns: -0.843
  io_buffers: 12
  gp_routability_congestion: 0.778
  place_inst: 109
  hpwl_um: 814
yosys:
  largest_area_cell: "dfxtp_1"
  yosys.area.top_type_share_pct: 60.5
  yosys_warnings: 1
  synthTopCellsByCount: "dfxtp_1, and2_1, nand2_1, nor2_1, inv_1"
  avgSynthCellArea_um2: 11.0
  ys_types: 20
  ys_seq_share_pct: 60.5
  synthCells: 45
  yosys_area_um2: 497
  ys_cells: 45
  edf_count: 0
  synth_flops: 15
  synthArstFlopShare_pct: 0
  top_cells_by_area: "dfxtp_1, and2_1, nor4b_2, nand2_1, nor2_1"
  netlist_area_um2: 497
  yosys_most_used_dff: "dfxtp_1"
  most_common_cell: "dfxtp_1"
cts:
  clkTransAtPathRegs_ns: 0.04
  hold_buffers: 0
  cts-root-buf: "clkbuf_4"
  htreeDepth: 1
  cts_buffers: 3
  cts_tree: "built"
  cts.sinks: 15
  clk_latency_ns: 0.35
  cts_buffer_depth: 2
grt:
  gr-total-overflow: 0
  grt_first_pass_wirelength_mm: 1.95
  grt_max_degree: 10
  antenna_found_initial: 0
  grt_util_all_layers_pct: 3.72
  grt_pass1_vias: 507
power_and_ir_drop:
  pwr_density_cell_nw_per_um2: 1400
  power.leakage_nw: 0.431
  irDropWorstVdd_mv: 0.455
  p_seq_share_pct: 39.8
  pwr-share-comb_pct: 7.7
  p_sw_share_pct: 25.1
  power_switching_w: 0.000304
  p_int_w: 0.000908
  p_clk_share_pct: 52.5
setup_path:
  critPathMaxFanout: 1
  worst_ep_required_time_ns: 1.04
  slowest_delay_ns: 0.29
  worstSetupStartpointType: "flip-flop"
  crit_chain: "buf_2"
  cp_top_family: "flip-flops"
  end_kind: "output pin"
  crit_path_top_delay_cell: "dfxtp_1"
  path_buffers: 1
  worstSetupPathType: "flip-flop to output pin"
  worstPathArrival_ns: 1.39
final_timing:
  rsz0062_at_grt: "true"
  fin_skew_ns: 0.0101
  drv_slew: 0
  setup_ws_ns: -0.347
  finalHoldViolations: 0
  timing.hold.ws_ns: 0.430
  finalSetupViolations: 9
detailed_routing:
  vias: 456
  wl_mm: 1.21
  antenna-diode-count: 0
  via_per_inst: 3.53
  final_antenna_net_count: 0
  dr.pass1.iters: 2
  drt_iter0_drc: 28
  wl_per_cell_um: 9.36
  drc: 0
floorplan:
  die_h_um: 80
  die_w_um: 80
  rows: 21
  fp_util_pct: 14.5
  io_pins: 14
  coreArea_um2: 3420
  dieArea_um2: 6400
cells_and_area:
  syn_to_final_growth_pct: 74.1
  fill_cells: 360
  stdcell_count: 129
  postLayoutCellArea_um2: 865
  utilization_pct: 25.3
  drive_above_1_share_pct: 42.2
job:
  tool_warnings: 43
  cap_viol_max_count: 0
min_path:
  holdCritPathClass: "flip-flop to flip-flop"
[repair_timing]
item,in CTS,in global routing
hold endpoints to repair,0,0
resized,49,6
setup endpoints to repair,22,10
pin swaps,6,5
buffers inserted,2,0
[layer usage]
metal,routed length (um),GRT usage (%)
met5,0,0
met4,18,2.11
met3,130,3.52
met2,526,5.14
met1,533,3.56
[sequential cells by signal, summed over array words and instances (netlist names)]
signal and flops:
state 8, rd 1, load_pc 1, load_acc 1, load_ir 1, inc_pc 1
datactl_enable 1, wr 1
[layout by cell type (no fill, tap or decap), drive strengths merged]
cell type	Yosys	final
a21oi	1	1
and2	7	7
buf	1	21
bufinv	0	1
clkbuf	1	3
clkdlybuf4s15	0	1
conb	1	1
dfxtp	15	15
inv	2	16
nand2	3	3
nand2b	1	1
nand4b	1	1
nor2	3	3
nor3	2	2
nor4b	2	2
o2111a	1	1
o31a	1	1
o41a	1	1
or3b	1	1
xnor2	1	1
[final timing paths]
check	slack [ns]	startpoint	to	depth (start not counted)
setup reg to reg	0.23	state[5]	rd	3
hold / removal	0.43	state[0]	state[4]	1
hold reg to reg	0.43	state[0]	state[4]	1
setup / recovery	-0.35	load_ir	load_ir	1
[kinds of logic after synthesis]
| family | Yosys count | synth area share, % |
|---|---|---|
| AND/OR/NAND/NOR | 20 | 25.9 |
| AND-OR/OR-AND | 4 | 7.30 |
| XOR/XNOR | 1 | 1.76 |
| flip-flops | 15 | 60.5 |
| other | 1 | 0.755 |
| buffers and inverters | 4 | 3.78 |
[metrics by stage]
step                      power [W]  TNS, ns
final                       0.00121    -2.52
after global routing        0.00131    -2.84
after CTS                   0.00123    -2.67
after detailed placement   0.000648   -11.32
after global placement     0.000647   -11.14
after floorplan            0.000593   -0.487
[power groups by stage]
stage | clock network, W | logic [W] | registers, W
4_1_cts | 0.000658 | 0.0000890 | 0.000482
5_1_grt | 0.000728 | 0.000102 | 0.000481
6_report | 0.000636 | 0.0000934 | 0.000482
[cell type report]
cell class	count	area (um^2)	share of cell area (%)
clock buffers	3	22.5	2.60
clock inverters	16	86.3	9.99
inverters	1	3.75	0.434
multi-input cells	26	221	25.6
flip-flops and latches	15	300	34.7
well taps	46	57.6	6.66
repair buffers	22	173	20.0
Power and IR drop assume default switching activity.
